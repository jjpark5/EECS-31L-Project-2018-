==> /design/flow/design.v <==
`timescale 1ns / 1ps
module instructionmemory #(
    parameter INS_ADDRESS=9,
    parameter INS_W = 32
)(
    input logic[INS_ADDRESS -1:0] ra,
    output logic [INS_W-1:0] rd
    );
        logic [INS_W-1 :0] Inst_mem [(2**(INS_ADDRESS-2))-1:0];
    assign rd=Inst_mem[ra[8:2]];
assign Inst_mem[0]  = 32'h00007033; 
assign Inst_mem[1]  = 32'h00100093; 
assign Inst_mem[2]  = 32'h00200113; 
assign Inst_mem[3]  = 32'h00308193; 
assign Inst_mem[4]  = 32'h00408213; 
assign Inst_mem[5]  = 32'h00510293; 
assign Inst_mem[6]  = 32'h00610313; 
assign Inst_mem[7]  = 32'h00718393; 
assign Inst_mem[8]   = 32'h00208433; 
assign Inst_mem[9]   = 32'h404404b3; 
assign Inst_mem[10]  = 32'h00317533; 
assign Inst_mem[11]  = 32'h0041e5b3; 
assign Inst_mem[12]  = 32'h02a02823; 
assign Inst_mem[13]  = 32'h16802023; 
assign Inst_mem[14]  = 32'h03002603; 
endmodule
==> /design/flow/run.sh <==
#!/bin/bash
# OpenROAD 26Q1-2900-gdf79404cd8, Yosys 0.63+post, stock flow scripts
make -C /OpenROAD-flow-scripts/flow DESIGN_CONFIG=/design/flow/config.mk WORK_HOME=/design/flow/orfs finish
==> /design/flow/config.mk <==
export PLATFORM = sky130hd
export DESIGN_NAME = instructionmemory
export DESIGN_NICKNAME = instructionmemory
export VERILOG_FILES = /design/flow/design.v
export SDC_FILE = /design/flow/constraint.sdc
export NUM_CORES = 4
export LEC_CHECK = 1
export CORE_AREA = 10 10 70 70
export DIE_AREA = 0 0 80 80
==> /design/flow/constraint.sdc <==
current_design instructionmemory

set clk_period 2.4
set clk_io_pct 0.2

create_clock -name clk0 -period $clk_period

set non_clock_inputs [all_inputs -no_clocks]
set_input_delay [expr $clk_period * $clk_io_pct] -clock clk0 $non_clock_inputs
set_output_delay [expr $clk_period * $clk_io_pct] -clock clk0 [all_outputs]
==> Changelog: implementation <==
### Implementation results

- Status: finished, final reports clean
- Setup CP Type: in -> out
- Hold crit path type: in -> out
- Critical Path Source: ra[8]
- Vias in the first global route: between 500 and 600
- Commonest Layout Cell: buf_4
- Simple share: around 41%
- Yosys adder share: 0%
- PnR worst setup slack: approximately 0.065 ns
- Registers: 0
- Ys cells: 66
- Slowest stage cell on the critical path: clkdlybuf4s50_1
- Vias after detailed routing: around 540
- DRT Wirelength: 1590 um
- Clkbuf count: 0
- Complex Gates by Area: 19.7%
- Critical Path RT: roughly 1.9 ns
- Largest net degree at the start of global routing: 9
- Hold Path Origin: ra[2]
- Hold path endpoint: rd[11]
- Vias/cell: between 3 and 4
- Fin crit share: around 97%
- Yosys chip area: approximately 400 um2
- Unrepaired setup endpoints after global routing: true
- First-pass GRT wire length: ~2600 um
- Slowest cell delay on critical path: between 0.4 and 0.5 ns
- Initial antenna violation count: 0
- Critical path arrival: 1.86 ns
- Drt pass-1 iters: 3
- Area leader, netlist: buf_4
- Worst-path fanout max: 7
- 1st-iter DRT viols: 15
- Register area: 0 um2
- Tmin final: 2.34 ns
- Xor/xnor share: between 2 and 2.5%
- Die Size: 0.00640 mm2
- Post-route insts no fill: 151
- Max Freq: 428 MHz
- Die width: around 80 um
- Placer Congestion: 0.820
- Top cells, area: buf_4 24%, nor2_1 8.5%, nor4_1 6.3%
- I/O pin count: between 40 and 50
- Overflow after GRT: 0
- Place WS: -0.324 ns
- Startpoint Class: primary input
- Core Util at FP: 11.7%
- Share of cells above drive strength 1: a little under a third
- Pwr dens: about 110 mW/mm2
- Ant diodes: 0
- Syn avg cell area: 6.05 um2
- Max-area cell share: approximately a quarter
- Yosys Warn Count: approximately 3600
- Port bufs: 29
- Dominant kind of combinational cell: simple AND/OR/NAND/NOR gates
- Tool warnings: 35
- Routed Antenna Nets: 0
- Die height: ~80 um
- Final Hold Vio Count: 0
- Fin Setup TNS: 0 ns
- Peak supply drop: between 0.00002 and 0.000025 V
- Worst-path cell chain: clkdlybuf4s15_2, or3_4, buf_6, nor2_2, o21ai_1, clkdlybuf4s50_1
- Final Total Pwr: just under 90 uW
- Final Setup Violations: 0
- Hold depth: 4
- Area delta synth->final: 109%
- MaxCap Viol Count: 0
- Core area: between 0.003 and 0.004 mm2
- Mux share: 2.51%
- Row count: 21
- DP Cell Count: approximately 150
- Synthesized area: about 400 um2
- Crit. End Element: primary output
- Final-report max-slew violation count: 0
- GRT Overall Usage: approximately 4.7%
- DP Wirelength: 1390 um
- Wire per inst: roughly 11 um
- Leak pwr: a little under 0.4 nW
- Yosys cell types: 25
- CTS Hold Bufs: 0
- Synthesized instance count: ~66
- DR DRC count: 0
- Top Layout Cells: 15 x buf_4, 14 x clkdlybuf4s50_1, 10 x conb_1, 10 x dlygate4sd2_1, 7 x nor2_1
- Register share after synthesis: 0%
what timing repair did:
action                     in CTS  in global routing
setup buffers                   0                  0
pin swaps                       3                  1
gates resized                  31                  4
setup endpoints to repair      22                  5
where the power goes:
part / leakage, nW / total [mW] / switching, mW / internal (mW)
combinational: 0.393 / 0.0880 / 0.0389 / 0.0490
clock: 0 / 0 / 0 / 0
sequential: 0 / 0 / 0 / 0
total: 0.393 / 0.0880 / 0.0389 / 0.0490
per-layer routing:
| metal | track usage (%) | part of all wire (%) | up-vias |
|---|---|---|---|
| met5 | 0 | 0 | - |
| met4 | 0 | 0 | 0 |
| met3 | 1.48 | 11 | 0 |
| met2 | 8.51 | 48 | 21 |
| met1 | 5.67 | 41 | 236 |
| li1 | - | - | 281 |
cell type report:
type	instances	area [um2]
multi-input cells	55	337
well taps	46	57.6
repair buffers	48	434
fillers	400	2580
inverters	2	7.51
worst max-delay path: cells and delay by family:
| family | cells | cell delay, ns |
|---|---|---|
| AND-OR/OR-AND | 1 | 0.09 |
| buffers and inverters | 3 | 0.75 |
| AND/OR/NAND/NOR | 2 | 0.54 |
per-stage QoR:
step | instance area (um2) | hold slack [ns] | utilization, %
2_1_floorplan | 429 | 0.991 | -
3_3_place_gp | 796 | 2.04 | 23.3
3_5_place_dp | 796 | 2.04 | 23.3
4_1_cts | 832 | 1.66 | 24.4
5_1_grt | 836 | 1.56 | 24.5
6_report | 836 | 1.53 | 24.5
how the worst max path moves through the flow:
stage                     to  slack, ns
after global routing  rd[12]     -0.007
after CTS              rd[4]       0.03
final                 rd[12]       0.06
synthesized netlist by cell type:
| library cell | count |
|---|---|
| nand2b_1 | 2 |
| o21ai_0 | 3 |
| a21boi_0 | 1 |
| a211oi_4 | 1 |
| nor4_1 | 4 |
| or3_1 | 1 |
| conb_1 | 2 |
| inv_1 | 1 |
| nor2_1 | 9 |
| a22oi_1 | 1 |
| and3_1 | 3 |
| xor2_1 | 1 |
| a31oi_1 | 1 |
| and4_1 | 1 |
| a21oi_1 | 3 |
| mux2i_1 | 1 |
| nand3_1 | 1 |
| buf_4 | 13 |
| nor2b_1 | 3 |
| inv_2 | 1 |
| o21bai_1 | 1 |
| nor3_1 | 3 |
| nand2_1 | 5 |
| buf_2 | 3 |
| buf_6 | 1 |
cells by family after synthesis:
logic type | count (synthesis)
simple gates | 32
other cells | 2
compound gates | 11
xor+xnor | 1
mux | 1
buf+inv | 19
Power is estimated from default activity; no workload was simulated.
