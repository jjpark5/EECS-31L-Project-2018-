### flow/run.sh
#!/bin/bash
# OpenROAD 26Q1-2900-gdf79404cd8, Yosys 0.63+post, stock flow scripts
make -C /OpenROAD-flow-scripts/flow DESIGN_CONFIG=/design/flow/config.mk WORK_HOME=/design/flow/orfs finish
### flow/config.mk
export PLATFORM = sky130hd
export DESIGN_NAME = subtractor2
export DESIGN_NICKNAME = subtractor2
export VERILOG_FILES = /design/flow/design.v
export SDC_FILE = /design/flow/constraint.sdc
export NUM_CORES = 4
export LEC_CHECK = 1
export CORE_UTILIZATION = 40
### flow/constraint.sdc
current_design subtractor2

set clk_period 10.8
set clk_io_pct 0.2

create_clock -name clk0 -period $clk_period

set non_clock_inputs [all_inputs -no_clocks]
set_input_delay [expr $clk_period * $clk_io_pct] -clock clk0 $non_clock_inputs
set_output_delay [expr $clk_period * $clk_io_pct] -clock clk0 [all_outputs]
### flow/design.v
`timescale 1ns / 1ps
module FA_32bitv2(x, y, sum, c_in, c_out, Cf, Sf, Of);
    input [31:0] x, y;
    output [31:0] sum;
    output c_out;
    output Cf;
    output Sf;
    output Of;
    input logic c_in;
    logic [7:0] c;
    FA_4bit inst_1(x[3:0], y[3:0], c_in, sum[3:0], c[0]);
    FA_4bit inst_2(x[7:4], y[7:4], c[0], sum[7:4], c[1]);
    FA_4bit inst_3(x[11:8], y[11:8], c[1], sum[11:8], c[2]);
    FA_4bit inst_4(x[15:12], y[15:12], c[2], sum[15:12], c[3]);
    FA_4bit inst_5(x[19:16], y[19:16], c[3], sum[19:16], c[4]);
    FA_4bit inst_6(x[23:20], y[23:20], c[4], sum[23:20], c[5]);
    FA_4bit inst_7(x[27:24], y[27:24], c[5], sum[27:24], c[6]);
    FA_4bit inst_8(x[31:28], y[31:28], c[6], sum[31:28], c[7]);
    assign c_out = c[7];
    assign Cf = c_out;
    assign Sf = sum[31];
    assign Of = (x[31]==y[31]) ? ( (x[31] != sum[31]) ? 1 : 0 ) : 0;
endmodule
`timescale 1ns / 1ps
module FA_4bit(a, b, c_in, sum, c_out);
    input logic [3:0] a, b;
    input logic c_in;
    output logic [3:0] sum;
    output logic c_out;
    logic [3:0] c;
    assign sum[0] = (~a[0] & ~b[0] & c_in) | (~a[0] & b[0] & ~c_in) | (a[0] & ~b[0] & ~c_in) | (a[0] & b[0] & c_in);
    assign c[0] = (a[0] & b[0]) | (a[0] & c_in) | (b[0] & c_in);
    assign sum[1] = (~a[1] & ~b[1] & c[0]) | (~a[1] & b[1] & ~c[0]) | (a[1] & ~b[1] & ~c[0]) | (a[1] & b[1] &c[0]);
    assign c[1] = (a[1] & b[1]) | (a[1] & c[0]) | (b[1] & c[0]);
    assign sum[2] = (~a[2] & ~b[2] & c[1]) | (~a[2] & b[2] & ~c[1]) | (a[2] & ~b[2] & ~c[1]) | (a[2] & b[2] &c[1]);
    assign c[2] = (a[2] & b[2]) | (a[2] & c[1]) | (b[2] & c[1]);
    assign sum[3] = (~a[3] & ~b[3] & c[2]) | (~a[3] & b[3] & ~c[2]) | (a[3] & ~b[3] & ~c[2]) | (a[3] & b[3] &c[2]);
    assign c[3] = (a[3] & b[2]) | (a[3] & c[2]) | (b[3] & c[2]);
    assign c_out = c[3];
endmodule
`timescale 1ns / 1ps
module subtractor2(a,b, sum, Cf, Sf, Of);
    input logic[31:0] a;
    input logic[31:0] b;
    output logic[31:0] sum;
    output logic Cf;
    output logic Sf;
    output logic Of;
    logic [31:0] complement;
    assign complement=~b+(1'b1);
    FA_32bitv2 inst_1(a, complement, sum, Cf, Sf, Of);
endmodule
==> Slide: Implementation Results <==
Synthesis and Place & Route Summary

Worst setup path
  – CP most frequent cell: fa_2
  – Crit Path Max Fanout: 4
  – Crit. End Element: primary output
  – Worst EP required: 8640 ps
  – Critical Path AT: 13550 ps
  – Startpoint Class: input port
  – CP max stage delay: 380 ps
  – Critical path's slowest cell: fa_2
  – WS Path Type: input port to primary output

Clocking
  – Hold_buf cts: 0

Synthesis
  – Yosys cell count: 223
  – Area leader, netlist: fa_1
  – Synth Cell Area: 0.00171 sq mm
  – Yosys cell types: 46
  – Chip Area, Yosys: 0.00171 sq mm
  – Ys Warns: 1
  – Avg Synthesized Cell Area: 7.68 sq um
  – Top-area cell share: 0.257
  – Register share after synthesis: 0
  – Top cells by area: fa_1 (26%), xnor2_1 (15%), inv_1 (11%), xor2_1 (7.7%), nor2_1 (3.5%)
  – Mapped Cells: 223

Drt
  – DR DRC count: 0
  – TritonRoute pass-1 iters: 4
  – Antenna-violating nets left: 0
  – Vias: 1945
  – WL per Instance: 10.7 um
  – Antenna diodes: 0
  – Number of vias per cell: 4.50
  – Initial drt markers: 44
  – Post-Route WL: 4630 um

Final timing
  – Peak Freq: 0.0637 GHz
  – Final setup margin: -4910 ps
  – Cycle use final: 1.45
  – Unrepaired setup endpoints after global routing: true
  – Worst slew pin tran: 638 ps
  – Slew margin rel.: 0.571
  – Final hold violations: 0
  – Setup violations, final: 15
  – Tmin final: 15710 ps
  – Final slew viol count: 0
  – Hold slack final: 5120 ps

Global route
  – Total GRT Usage: 0.210
  – GRT met2 Usage: 0.339
  – Initial antenna violation count: 0
  – GR Util met3: 0.0137
  – GRT Max-Usage Layer: met2
  – Vias in the first global route: 1746
  – Largest net degree at the start of global routing: 9
  – M1 GR Usage: 0.334
  – First-pass GRT wire length: 7270 um
  – GRT overflow: 0

Floorplanning
  – DIE HEIGHT: 67.4 um
  – Core area: 0.00406 sq mm
  – # rows: 23
  – I/O pin cnt: 99
  – Total die size: 0.00455 sq mm
  – Core Density at Floorplan: 0.422
  – Die Span X: 67.4 um

Job
  – Max-Cap Viols: 0
  – Tool warnings: 36

Min path
  – Hold_sp: a[22]
  – Hold path endpoint: sum[22]
  – Worst Hold Depth: 5
  – HP Class: input port to primary output

Power
  – PwrDens: 46.7 mW/mm^2
  – Sw Ratio: 0.336
  – Flop pwr share: 0
  – Clk pwr share: 0
  – Net Sw Power: 52.6 uW
  – Total power: 157 uW
  – Internal power: 104 uW
  – Comb power frac: 1.000
  – Worst vdd ir: 28.6 uV
  – Pleak: 1.50 nW

Final layout
  – CLK BUF: 0
  – Area Overhead vs Synth: 95.8%
  – FILL cells: 259
  – Flops: 0
  – Final core occ: 0.827
  – Top cell excl fill/tap: clkdlybuf4s50_1
  – Seq. cell area: 0 sq um
  – Most numerous logic cells after layout: clkdlybuf4s50_1 (77), buf_4 (67), inv_1 (46)
  – Proportion of layout cells with a drive suffix above 1: 0.361

Placed design
  – DPL Wire Length: 3920 um
  – I/O Buffers: 97
  – Placer Congestion: 0.804

Run status
  – Failing checks: negative setup slack
  – Status: finished with violations
[routing by layer]
layer  share of wire  vias to the layer above  wire, um
met5               0                        -         0
met4               0                        0         0
met3           0.059                        0       274
met2            0.46                       53      2130
met1            0.48                      856      2230
li1                -                     1036         -
[synthesized netlist by cell type, drive strengths merged, types with 2 or more instances]
| library cell | count |
|---|---|
| or3 | 3 |
| or2 | 3 |
| o2bb2ai | 3 |
| xnor2 | 29 |
| nor3b | 2 |
| fa | 22 |
| inv | 51 |
| nand2 | 12 |
| and2 | 2 |
| nor3 | 11 |
| buf | 5 |
| xor2 | 15 |
| or4 | 5 |
| nand4 | 2 |
| nor2 | 16 |
| nand3 | 5 |
| nand3b | 2 |
| nor4 | 10 |
| nand2b | 4 |
| o21ai | 2 |
[cells by family after synthesis]
| logic type | share of synthesized area |
|---|---|
| AND/OR/NAND/NOR | 0.274 |
| buffers and inverters | 0.134 |
| XOR/XNOR | 0.238 |
| adder cells (fa/ha/maj) | 0.270 |
| AND-OR/OR-AND | 0.0723 |
| multiplexers | 0.00876 |
| other | 0.00219 |
[critical path, delay by kind of cell]
family,cells,cell delay (ps)
AOI/OAI and AO/OA,9,1030
xor gates and xnor gates,2,340
and+or+nand+nor,7,910
adders and majority gates,24,8330
buffers and inverters,7,760
[power groups by stage]
stage	combinational (mW)	sequential (mW)	clock [mW]
finish	0.157	0	0
CTS	0.156	0	0
global route	0.177	0	0
[repair_timing]
item                       4_1_cts  5_1_grt
pin swaps                       12        6
setup endpoints to repair       18       17
gates cloned                     0        0
buffers inserted                 8        2
gates resized                   63       10
[through the flow]
step / TNS, ps / setup WS, ps / cells / area [sq um]
2_1_floorplan: -35830 / -4230 / 224 / 1820
3_3_place_gp: -55150 / -5390 / 422 / 3240
3_5_place_dp: -57210 / -5560 / 422 / 3240
4_1_cts: -44640 / -4930 / 430 / 3310
5_1_grt: -50300 / -5370 / 432 / 3350
6_report: -44130 / -4910 / 432 / 3350
[cell type report]
cell class                      instances  area (sq um)  area share
Multi-Input combinational cell        167          1660       0.496
Inverter                               51           204      0.0608
Timing Repair Buffer                  164          1420       0.424
Tap cell                               50          62.6      0.0186
[how the worst max path moves through the flow]
stage                 start  slack, ps      end
final                  b[1]      -4910  sum[31]
after global routing   b[0]      -5370  sum[31]
after CTS              b[0]      -4930  sum[31]
Power and IR drop assume default switching activity.
